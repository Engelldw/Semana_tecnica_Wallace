<file path="design/flow/design.v">
`timescale 1ns / 1ps
module flip_entr(
    input clk,
    input [5:0] A,
    output reg [5:0] RA
    );
    always @ (posedge clk)
    RA<=A;
endmodule
`timescale 1ns / 1ps
module flip_sal(
    input clk,
    input [12:0] A,
    output reg [12:0] RA
    );
    always @ (posedge clk)
    RA<=A;
endmodule
`timescale 1ns / 1ps
module FA(
    input A,
    input B,
    input Cin,
    output C,
    output S
    );
wire XORAB,CAND1,CAND2,CAND3,OR1;
assign XORAB = A^B;
assign S = Cin^XORAB;
assign C = (Cin & (A|B))| A&B;
endmodule
`timescale 1ns / 1ps
module HA(
    input A,
    input B,
    output C,
    output S
    );
assign S = A^B;
assign C = A&B;
endmodule
`timescale 1ns / 1ps
module Sum_gigante(
    input [8:0] A,
    input [8:0] B,
    output [9:0] S
    );
assign S = A+B;
endmodule
`timescale 1ns / 1ps
module src(
    input clk,
    input [5:0]entrA,
    input [5:0]entrB,
    output [12:0]Sal
    );
    wire ANT1,ANT2,ANT3,ANT4,ANT5,ANT6,ANT7,ANT8,ANT9,ANT10,ANT11,ANT12;
    wire ANT13,ANT14,ANT15,ANT16,ANT17,ANT18,ANT19,ANT20,ANT21,ANT22,ANT23,ANT24;
    wire ANT25,ANT26,ANT27,ANT28,ANT29,ANT30,ANT31,ANT32,ANT33,ANT34,ANT35,ANT36;
    wire C1,C2,C3,C4,C5,C6,C7,C8,C9,C10,C11,C12,C13,C14,C15,C16,C17,C18,C19,C20,C21,C22,C23,C24,C25;
    wire sal1,sal2,sal3,sal4,sal5,sal6,sal7,sal8,sal9,sal10,sal11,sal12,sal13,sal14,sal15,sal16,sal17,sal18,sal19,sal20,sal21,sal22,sal23,sal24;
    wire [8:0]Av,Bv;
    wire [9:0]Sv;
    wire cablesuma;
    wire [5:0]A,B;
    wire [12:0]S;
    flip_entr flipA (clk,entrA,A);
    flip_entr flipB (clk,entrB,B);
    assign ANT1  = A[0] & B[0];
    assign ANT2  = A[1] & B[0];
    assign ANT3  = A[2] & B[0];
    assign ANT4  = A[3] & B[0];
    assign ANT5  = A[4] & B[0];
    assign ANT6  = A[5] & B[0];
    assign ANT7   = A[0] & B[1];
    assign ANT8   = A[1] & B[1];
    assign ANT9   = A[2] & B[1];
    assign ANT10  = A[3] & B[1];
    assign ANT11  = A[4] & B[1];
    assign ANT12  = A[5] & B[1];
    assign ANT13  = A[0] & B[2];
    assign ANT14  = A[1] & B[2];
    assign ANT15  = A[2] & B[2];
    assign ANT16  = A[3] & B[2];
    assign ANT17  = A[4] & B[2];
    assign ANT18  = A[5] & B[2];
    assign ANT19  = A[0] & B[3];
    assign ANT20  = A[1] & B[3];
    assign ANT21  = A[2] & B[3];
    assign ANT22  = A[3] & B[3];
    assign ANT23  = A[4] & B[3];
    assign ANT24  = A[5] & B[3];
    assign ANT25  = A[0] & B[4];
    assign ANT26  = A[1] & B[4];
    assign ANT27  = A[2] & B[4];
    assign ANT28  = A[3] & B[4];
    assign ANT29  = A[4] & B[4];
    assign ANT30  = A[5] & B[4];
    assign ANT31  = A[0] & B[5];
    assign ANT32  = A[1] & B[5];
    assign ANT33  = A[2] & B[5];
    assign ANT34  = A[3] & B[5];
    assign ANT35  = A[4] & B[5];
    assign ANT36  = A[5] & B[5];
    assign S[0] = ANT1;
    HA Ha1 (ANT2,ANT7,C1,S[1]);
    FA Fa1 (ANT3,ANT8,ANT13,C2,sal1);
    FA Fa2 (ANT5,ANT10,ANT15,C3,sal2);
    FA Fa3 (ANT32,ANT27,ANT22,C4,sal3);
    FA Fa4 (ANT34,ANT29,ANT24,C5,sal4);
    FA Fa5 (ANT4,ANT9,ANT14,C6,sal5);
    FA Fa6 (ANT6,ANT11,ANT16,C7,sal6);
    FA Fa7 (ANT33,ANT28,ANT23,C8,sal7);
    FA Fa8 (ANT21,ANT26,ANT31,C9,sal8);
    FA Fa9 (ANT17,ANT12,sal3,C10,sal9);
    FA Fa10 (ANT18,C4,sal7,C11,sal10);
    FA Fa11 (ANT35,ANT30,C5,C12,sal11);
    HA Ha2 (ANT19,C2,C13,sal12);
    FA Fa12 (sal2,ANT20,C6,C14,sal13);
    FA Fa13 (sal6,sal8,C3,C15,sal14);
    FA Fa14 (C7,sal9,C9,C16,sal15);
    HA Ha3 (sal10,C10,C17,sal16);
    FA Fa15 (C11,sal4,C8,C18,sal17);
    HA Ha4 (C13,sal13,C19,sal18);
    HA Ha6 (C14,sal14,C20,sal19);
    HA Ha7 (C15,sal15,C21,sal20);
    HA Ha8 (C16,sal16,C22,sal21);
    HA Ha9 (C17,sal17,C23,sal22);
    HA Ha10 (C18,sal11,C24,sal23);
    HA Ha11 (ANT36,C12,C25,sal24);
    assign Av= {C24,C23,C22,C21,C20,C19,ANT25,sal5,C1};
    assign Bv= {sal24,sal23,sal22,sal21,sal20,sal19,sal18,sal12,sal1};
    Sum_gigante misum (Av,Bv,Sv);
    assign S[2] = Sv[0];
    assign S[3] = Sv[1];
    assign S[4] = Sv[2];
    assign S[5] = Sv[3];
    assign S[6] = Sv[4];
    assign S[7] = Sv[5];
    assign S[8] = Sv[6];
    assign S[9] = Sv[7];
    assign S[10]= Sv[8];
    assign cablesuma = Sv[9];
    HA Ha12 (cablesuma,C25,S[12],S[11]);
    flip_sal flipsal (clk,S,Sal);
endmodule
</file>
<file path="design/flow/run.sh">
#!/bin/bash
# OpenROAD 26Q1-2900-gdf79404cd8, Yosys 0.63+post, stock flow scripts
make -C /OpenROAD-flow-scripts/flow DESIGN_CONFIG=/design/flow/config.mk WORK_HOME=/design/flow/orfs finish
</file>
<file path="design/flow/config.mk">
export PLATFORM = sky130hd
export DESIGN_NAME = src
export DESIGN_NICKNAME = src
export VERILOG_FILES = /design/flow/design.v
export SDC_FILE = /design/flow/constraint.sdc
export NUM_CORES = 4
export LEC_CHECK = 1
export CORE_UTILIZATION = 30
</file>
<file path="design/flow/constraint.sdc">
current_design src

set clk_period 6.1
set clk_io_pct 0.2

create_clock -name clk0 -period $clk_period [get_ports {clk}]

set non_clock_inputs [all_inputs -no_clocks]
set_input_delay [expr $clk_period * $clk_io_pct] -clock clk0 $non_clock_inputs
set_output_delay [expr $clk_period * $clk_io_pct] -clock clk0 [all_outputs]
</file>
==> impl_metrics.csv <==
group,metric,value,unit
detailed_routing,vias,1066,
critical_path,timing.rr.start,"flipB.RA[3]",
critical_path,crit_arrival,3860,ps
synth,compound_area_share,7.606,%
critical_path,setup.worst_path.start,"flipB.RA[3]",
timing,tightestPinTransition,381.0,ps
synth,mux_share,0,%
critical_path,worst_setup_path_end_kind,"flip-flop",
power,swShare,30.34,%
global_route,gr-total-overflow,0,
final_layout,layout-drive-gt1-share,3.488,%
critical_path,critical_path_class,"flip-flop to flip-flop",
placed_design,port_buffers,25,
run_status,status,"completed",
cts,clkSlewWorstSetupHoldPaths,90,ps
final_layout,fillers,486,
synth,synthCells,143,
timing,fin_crit_sh,60.57,%
critical_path,start_kind,"flip-flop",
power,p_switching,163.3,µW
floorplanning,core_util_floorplan,32.03,%
cts,cts_setup_buffers,0,
critical_path,critical_path_buf_inv_count,0,
synth,ys_top_logic_family,"adder cells",
critical_path,cp_num_cells,10,
job,maxCapViolations,0,
critical_path,crit_top_cell,"fa_1",
cts,clk_latency,270,ps
detailed_routing,n_antenna_cell,0,
timing,fin_ws,2405,ps
detailed_routing,wl,2595,µm
floorplanning,core,0.004880,mm²
cts,cts-root-buf,"clkbuf_8",
detailed_routing,drc,0,
placed_design,dp_hpwl,2061,µm
critical_path,critPathMaxFanout,6,
floorplanning,row_count,25,
global_route,grt_antenna_before_repair,0,
final_layout,syn2layout_area_growth,24.50,%
power,power,538.2,µW
critical_path,crit_path_end,"flipsal.RA[9]",
global_route,grt_pass1_wl,4450,µm
detailed_routing,antenna_left,0,
global_route,track_usage,10.75,%
timing,finalCriticalPeriod,3695,ps
synth,ys_sh_simple,18.90,%
final_layout,layout_top_cells,"and2_1 (31), dfxtp_1 (25), clkdlybuf4s50_1 (25), ha_1 (20), fa_1 (16)",
timing,fin_setup_tns,0,ps
critical_path,r2r_cells,10,
synth,synth_area,0.001563,mm²
job,tool_warnings,25,
synth,avgSynthCellArea,10.93,µm²
synth,ys_ff,25,
critical_path,critPathMaxStageDelay,560,ps
critical_path,required,6270,ps
detailed_routing,wl_per_cell,10.86,µm
cts,cts_max_path_buffers,2,
cts,cts_tree,"built",
critical_path,path_cells,"and2_1 -> fa_1 -> fa_1 -> fa_1 -> ha_1 -> ha_1 -> a21oi_4 -> nand2_2 -> or4_1 -> and3_1",
power,seqPwrFrac,38.7,%
detailed_routing,dr.pass1.iters,4,
synth,synth_seq_share,32.03,%
floorplanning,pin_count,26,
power,internal-power,374.9,µW
timing,setup_viol,0,
final_layout,layout_top_cell,"and2_1",
placed_design,place_congestion,0.8484,
power,p_leak,0.0008768,µW
timing,timing.final.max_slew_violations,0,
timing,hold_viol,0,
detailed_routing,drt-vias-per-instance,4.460,
synth,ys_types,27,
critical_path,reg2reg_slack,2410,ps
placed_design,post-place-ws,2419,ps
cts,cts.repair.resized,0,
power,clkPwrFrac,18.5,%
synth,synth_chip_area,0.001563,mm²
min_path,hold_path.class,"flip-flop to flip-flop",
synth,ys_sh_xor,2.802,%
synth,synth_adder_area_share,36.51,%
cts,ctsHoldBuffers,0,
critical_path,r2r_end,"flipsal.RA[9]",
synth,yosysWarnings,2,
detailed_routing,drt_iter0_markers,48,
floorplanning,die_w,74.18,µm
global_route,grt_pass1_vias,1026,
cts,clkSinkCount,25,
power,power.density,276.6,mW/mm²
global_route,grt_max_degree,16,
cts,numCtsBuffers,3,
timing,relSlewSlack,74.43,%
floorplanning,fp.dieArea,0.005502,mm²
critical_path,crit_family,"adder cells",
final_layout,layout.cells.non_filler,239,
placed_design,place_inst,235,
critical_path,slowest_stage,"fa_1",
synth,yosys_cells,143,
floorplanning,die_y,74.18,µm
power,ir_drop,0.00009561,V
power,pwr-share-comb,42.8,%
timing,fmax,270.7,MHz
timing,skew,1.594,ps
timing,rsz0062_at_grt,"false",
cts,h-tree-depth,1,
## state kept, by name (all words and copies together), names as in the netlist
signal,cells
flipA.RA,6
flipsal.RA,13
flipB.RA,6
## power groups by stage
stage         clock network [µW]  registers (µW)  logic [µW]
CTS                          107             209         233
global route                 115             212         263
finish                      99.6             208         231
## cells by family after synthesis
group	count (synthesis)
fa+ha+maj	36
xor+xnor	5
compound gates	16
buf+inv	9
simple gates	52
flops	25
## worst min path at each step
| stage | start | to | slack (ps) | cells after the start |
|---|---|---|---|---|
| after CTS | flipB.RA[0] | flipsal.RA[0] | 540 | 1 |
| after global routing | flipB.RA[0] | flipsal.RA[0] | 580 | 1 |
| final | flipB.RA[0] | flipsal.RA[0] | 530 | 1 |
## cells in the mapped netlist (all sizes together)
cell	instances	area, µm²
a211o	1	8.760
a211oi	3	22.52
a21o	1	7.510
a21oi	5	36.29
a311oi	1	8.760
and2	31	193.9
and3	2	12.51
dfxtp	25	500.5
fa	16	320.3
ha	20	250.2
inv	9	33.78
nand2	7	28.78
nand3	2	10.01
nor2	5	18.77
nor2b	2	12.51
nor3	1	5.000
o211ai	1	7.510
o21ai	2	10.00
o22a	1	8.760
o311ai	1	8.760
or2	1	6.260
or4	1	7.510
xnor2	4	35.03
xor2	1	8.760
## cell type report
class                      instances  area [µm²]  share of cell area [%]
inverter                           9       33.78                   1.736
tap                               67       83.83                   4.309
clock inverter                     1       7.507                  0.3859
multi-input combinational        109        1028                   52.86
sequential                        25       500.5                   25.72
timing repair buffer              25       250.2                   12.86
clock buffer                       3       41.29                   2.122
## metrics by stage
stage          instance area (µm²)  util (%)  hold WS, ps
2_1_floorplan                 1563         -        479.7
3_3_place_gp                  1897     38.87        523.8
3_5_place_dp                  1897     38.87        524.9
4_1_cts                       1946     39.87        538.8
5_1_grt                       1946     39.87        575.7
6_report                      1946     39.87        529.9
## per-layer routing
layer  part of all wire (%)  up-vias  GRT usage (%)
li1                       -      531              -
met1                     49      508          17.31
met2                     46       25          16.36
met3                    4.0        2          1.648
met4                   0.89        0          1.282
met5                      0        -              0
Power figures rest on the tool's default switching activity, not on a simulated workload.
